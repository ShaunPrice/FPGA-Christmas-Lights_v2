[/design/flow/config.mk]
export PLATFORM = sky130hd
export DESIGN_NAME = ws2811
export DESIGN_NICKNAME = ws2811
export VERILOG_FILES = /design/flow/design.v
export SDC_FILE = /design/flow/constraint.sdc
export NUM_CORES = 4
export LEC_CHECK = 1
export CORE_UTILIZATION = 50
[/design/flow/constraint.sdc]
current_design ws2811

set clk_period 2.3
set clk_io_pct 0.2

create_clock -name clk0 -period $clk_period [get_ports {clk}]

set non_clock_inputs [all_inputs -no_clocks]
set_input_delay [expr $clk_period * $clk_io_pct] -clock clk0 $non_clock_inputs
set_output_delay [expr $clk_period * $clk_io_pct] -clock clk0 [all_outputs]
[/design/flow/design.v]
`timescale 1ns / 1ps
module ws2811
  #(
    parameter NUM_PIXELS          = 512,                
    parameter SYSTEM_CLOCK      = 50000000            
    )
   (
    input                              clk,           
    input                              reset,         
    output                              data_request,  
    output                              new_address,   
    output reg [LED_ADDRESS_WIDTH-1:0]  address,       
    output reg	                          sending,	      
    input  										         start,		      
    input [7:0]                        red_in,        
    input [7:0]                        green_in,      
    input [7:0]                        blue_in,       
    output reg                         DO             
    );
    function integer log2;
      input integer                    value;
      begin
         value = value-1;
         for (log2=0; value>0; log2=log2+1)
           value = value>>1;
      end
    endfunction
   localparam integer LED_ADDRESS_WIDTH = log2(NUM_PIXELS);          
   localparam integer CYCLE_COUNT         = SYSTEM_CLOCK / 800000;
   localparam integer H0_CYCLE_COUNT      = 0.32 * CYCLE_COUNT;
   localparam integer H1_CYCLE_COUNT      = 0.64 * CYCLE_COUNT;
   localparam integer CLOCK_DIV_WIDTH     = log2(CYCLE_COUNT);
   localparam integer RESET_COUNT         = 100 * CYCLE_COUNT;
   localparam integer RESET_COUNTER_WIDTH = log2(RESET_COUNT);
   reg [CLOCK_DIV_WIDTH-1:0]             clock_div;            
   reg [RESET_COUNTER_WIDTH-1:0]         reset_counter;        
   localparam STATE_RESET    = 3'd0;
   localparam STATE_LATCH    = 3'd1;
   localparam STATE_PRE      = 3'd2;
   localparam STATE_TRANSMIT = 3'd3;
   localparam STATE_POST     = 3'd4;
   reg [2:0]  state;			       
   localparam COLOR_G     = 2'd0;
   localparam COLOR_R     = 2'd1;
   localparam COLOR_B     = 2'd2;
   reg [1:0] color;               
   reg [7:0] red;
   reg [7:0] green;
   reg [7:0] blue;
   reg [7:0] current_byte;        
   reg [2:0] current_bit;         
   wire reset_almost_done;
   wire led_almost_done;
   assign reset_almost_done = (state == STATE_RESET) && (reset_counter == RESET_COUNT-1);
   assign led_almost_done   = (state == STATE_POST)  && (color == COLOR_B) && (current_bit == 0) && (address != 0);
   assign data_request = reset_almost_done || led_almost_done;
   assign new_address  = (state == STATE_PRE) && (current_bit == 7);
   always @ (posedge clk) begin
      if (reset) begin
         address <= 0;
         state <= STATE_RESET;
         DO <= 0;
         reset_counter <= 0;
         color <= COLOR_G;
         current_bit <= 7;
      end
      else begin
         case (state)
			  STATE_RESET: begin
              if (start || sending)
				  begin
					  sending <= 1'b1;
					  DO <= 0;
					  if (reset_counter == RESET_COUNT-1) begin
						  reset_counter <= 0;
						  state <= STATE_LATCH;
					  end
					  else begin
						  reset_counter <= reset_counter + 1;
					  end
					end
           end  
           STATE_LATCH: begin
              red <= red_in;
              green <= green_in;
              blue <= blue_in;
              address <= address + 1;
              color <= COLOR_G;
              current_byte <= green_in;
              current_bit <= 7;
              state <= STATE_PRE;
           end
           STATE_PRE: begin
              clock_div <= 0;
              DO <= 1;
              state <= STATE_TRANSMIT;
           end
           STATE_TRANSMIT: begin
              if (current_byte[7] == 0 && clock_div >= H0_CYCLE_COUNT) begin
                 DO <= 0;
              end
              else if (current_byte[7] == 1 && clock_div >= H1_CYCLE_COUNT) begin
                 DO <= 0;
              end
              if (clock_div == CYCLE_COUNT-1) begin
                 state <= STATE_POST;
              end
              else begin
                 clock_div <= clock_div + 1;
              end
           end
           STATE_POST: begin
              if (current_bit != 0) begin
                 current_byte <= {current_byte[6:0], 1'b0};
                 case (current_bit)
                    7: current_bit <= 6;
                    6: current_bit <= 5;
                    5: current_bit <= 4;
                    4: current_bit <= 3;
                    3: current_bit <= 2;
                    2: current_bit <= 1;
                    1: current_bit <= 0;
                 endcase
                 state <= STATE_PRE;
              end
              else begin
                 case (color)
                    COLOR_G: begin
                       color <= COLOR_R;
                       current_byte <= red;
                       current_bit <= 7;
                       state <= STATE_PRE;
                    end
                   COLOR_R: begin
                      color <= COLOR_B;
                      current_byte <= blue;
                      current_bit <= 7;
                      state <= STATE_PRE;
                   end
                   COLOR_B: begin
                      if (address == 0) begin
												state <= STATE_RESET;
												sending <= 1'b0;
                      end
                      else begin
                         state <= STATE_LATCH;
                      end
                   end
                 endcase
              end
           end
         endcase
      end
   end
endmodule
[/design/flow/run.sh]
#!/bin/bash
# OpenROAD 26Q1-2900-gdf79404cd8, Yosys 0.63+post, stock flow scripts
make -C /OpenROAD-flow-scripts/flow DESIGN_CONFIG=/design/flow/config.mk WORK_HOME=/design/flow/orfs finish
==> flow_results.xml <==
<?xml version="1.0" encoding="UTF-8"?>
<metrics>
  <group name="synth">
    <metric name="area_leaders" unit="">sky130_fd_sc_hd__edfxtp_1 (31%), sky130_fd_sc_hd__dfxtp_1 (23%), sky130_fd_sc_hd__ha_1 (4.2%)</metric>
    <metric name="yosys.stat.seqShare" unit="%">53.5</metric>
    <metric name="post-synth-top-area-fraction" unit="%">30.9</metric>
    <metric name="postSynth.asyncResetShare" unit="%">0</metric>
    <metric name="ys_dominant_reg_cell" unit="">sky130_fd_sc_hd__dfxtp_1</metric>
    <metric name="post-synth-top-area-cell" unit="">sky130_fd_sc_hd__edfxtp_1</metric>
    <metric name="distinct_cell_type_count_after_synthesis" unit="">46</metric>
    <metric name="synth_flops" unit="">65</metric>
    <metric name="yosys_warnings" unit="">3</metric>
    <metric name="gate_count_after_technology_mapping" unit="">297</metric>
    <metric name="yosys-stat-area" unit="mm^2">0.00301</metric>
    <metric name="synth.yosys.num_cells" unit="">297</metric>
    <metric name="postSynthAreaPerCell" unit="um^2">10.1</metric>
    <metric name="edf_count" unit="">31</metric>
    <metric name="synthesis.area" unit="mm^2">0.00301</metric>
  </group>
  <group name="sta">
    <metric name="tightest_slew" unit="ns">0.484</metric>
    <metric name="period_needed" unit="ns">2.04</metric>
    <metric name="clock_skew" unit="ns">0.00446</metric>
    <metric name="timing.fmax" unit="GHz">0.491</metric>
    <metric name="unrepaired_setup_endpoints_after_global_routing" unit="">no</metric>
    <metric name="hold_viol_final" unit="">0</metric>
    <metric name="finalHoldWorstSlack" unit="ns">0.481</metric>
    <metric name="finalClockPeriodUsage" unit="%">88.5</metric>
    <metric name="timing.setup.tns" unit="ns">0</metric>
    <metric name="slew_violations" unit="">0</metric>
    <metric name="worst_slew_margin_rel" unit="%">67.7</metric>
    <metric name="finalSetupViolations" unit="">0</metric>
  </group>
  <group name="routing">
    <metric name="route.met2.wl" unit="mm">2.44</metric>
    <metric name="num_vias" unit="">2279</metric>
    <metric name="n_antenna_cell" unit="">0</metric>
    <metric name="final_antenna_net_count" unit="">0</metric>
    <metric name="drt-wirelength-per-cell" unit="um">12.8</metric>
    <metric name="drt_drc_violations_left" unit="">0</metric>
    <metric name="topRoutingLayerUsed" unit="">met4</metric>
    <metric name="dr.pass1.iters" unit="">4</metric>
    <metric name="drt_iter0_drc" unit="">104</metric>
    <metric name="postRouteWirelength" unit="mm">5.55</metric>
    <metric name="route.met3.wl" unit="um">319</metric>
    <metric name="vias_per_cell" unit="">5.28</metric>
    <metric name="detail_route.wirelength.met1" unit="mm">2.72</metric>
  </group>
  <group name="power">
    <metric name="finalPower" unit="mW">2.21</metric>
    <metric name="sw_frac_of_total" unit="%">20.6</metric>
    <metric name="power_frac_seq" unit="%">55.0</metric>
    <metric name="power_density" unit="mW/mm^2">571</metric>
    <metric name="clockPowerShare" unit="%">40.8</metric>
    <metric name="comb_power_share" unit="%">4.1</metric>
    <metric name="leakage" unit="nW">1.39</metric>
    <metric name="worst_ir_drop_vdd" unit="V">0.000463</metric>
    <metric name="p_switching" unit="mW">0.455</metric>
    <metric name="power.internal" unit="mW">1.76</metric>
  </group>
  <group name="clock_network">
    <metric name="max-clock-path-buffers" unit="">2</metric>
    <metric name="clock.latency.late_pin" unit="ns">0.33</metric>
    <metric name="clock_sinks" unit="">65</metric>
    <metric name="cts_max_level" unit="">3</metric>
    <metric name="tritoncts" unit="">done</metric>
    <metric name="clkTransAtPathRegs" unit="ns">0.07</metric>
    <metric name="root_buffer" unit="">sky130_fd_sc_hd__clkbuf_8</metric>
    <metric name="cts_inserted_buffers" unit="">9</metric>
  </group>
  <group name="die">
    <metric name="fp.coreArea" unit="mm^2">0.00564</metric>
    <metric name="design.die.area" unit="mm^2">0.00634</metric>
    <metric name="die_y" unit="um">79.6</metric>
    <metric name="top_level_ports" unit="">40</metric>
    <metric name="rows" unit="">27</metric>
    <metric name="die-width" unit="um">79.6</metric>
    <metric name="floorplan_core_density" unit="%">53.4</metric>
  </group>
  <group name="flow_run">
    <metric name="tool_warnings" unit="">33</metric>
    <metric name="maxCapViolations" unit="">0</metric>
  </group>
  <group name="setup_path">
    <metric name="reg_to_reg_endpoint" unit="">current_bit[1]</metric>
    <metric name="critical_path.max_fanout" unit="">3</metric>
    <metric name="critical_path.endpoint_type" unit="">output pin</metric>
    <metric name="setup.worst_path.start_class" unit="">flop</metric>
    <metric name="ff2ff_path_depth" unit="">7</metric>
    <metric name="flop_to_flop_setup_slack" unit="ns">0.40</metric>
    <metric name="r2r_start" unit="">current_bit[1]</metric>
    <metric name="category_of_the_critical_setup_timing_path" unit="">flop to output pin</metric>
    <metric name="worst_ep_required_time" unit="ns">1.84</metric>
    <metric name="critical_path_arrival" unit="ns">1.58</metric>
  </group>
  <group name="placement">
    <metric name="postPlaceCellArea" unit="mm^2">0.00350</metric>
    <metric name="globalplace.congestion" unit="">0.788</metric>
    <metric name="dpl.hpwl" unit="mm">3.62</metric>
    <metric name="io_buffers" unit="">39</metric>
  </group>
  <group name="global_route">
    <metric name="grt_start_max_net_pins" unit="">25</metric>
    <metric name="grt_pass1_wl" unit="mm">9.40</metric>
    <metric name="globalRouteTotalUtil" unit="%">19.9</metric>
    <metric name="total_global_routing_overflow" unit="">0</metric>
    <metric name="first_global_vias" unit="">2107</metric>
    <metric name="grt_antenna_before_repair" unit="">0</metric>
  </group>
  <group name="worst_hold_path">
    <metric name="holdCritStartpoint" unit="">state[2]</metric>
    <metric name="worstHoldEndpoint" unit="">state[4]</metric>
    <metric name="worstHoldPathCells" unit="">2</metric>
    <metric name="min-delay-path-class" unit="">flop to flop</metric>
  </group>
  <group name="cells_and_area">
    <metric name="drive_gt1_share" unit="%">16.4</metric>
    <metric name="area_delta_synth_final" unit="%">28.6</metric>
    <metric name="final_cell_mix" unit="">sky130_fd_sc_hd__clkdlybuf4s50_1 (38), sky130_fd_sc_hd__nor2_1 (33), sky130_fd_sc_hd__edfxtp_1 (31), sky130_fd_sc_hd__nand2_1 (25), sky130_fd_sc_hd__dfxtp_1 (24)</metric>
    <metric name="final_layout_top_logic_cell" unit="">sky130_fd_sc_hd__clkdlybuf4s50_1</metric>
    <metric name="final_cell_area" unit="mm^2">0.00387</metric>
  </group>
  <group name="status">
    <metric name="outcome" unit="">completed</metric>
  </group>
</metrics>
## critical path, stage by stage (launching register included)
cell and delay [ns]:
sky130_fd_sc_hd__dfxtp_2 0.33, sky130_fd_sc_hd__buf_4 0.13, sky130_fd_sc_hd__ha_1 0.20, sky130_fd_sc_hd__and3_1 0.19, sky130_fd_sc_hd__clkdlybuf4s50_1 0.39
## power groups by stage
stage	clock network [mW]	registers [mW]	logic, mW
CTS	0.941	1.22	0.0901
global route	0.987	1.22	0.100
finish	0.903	1.22	0.0915
## flip-flops by register name (all words and copies together) (netlist names)
| name | count |
|---|---|
| current_bit | 3 |
| red | 8 |
| sending | 1 |
| state | 5 |
| DO | 1 |
| address | 9 |
| reset_counter | 13 |
| clock_div | 6 |
| blue | 8 |
| current_byte | 8 |
| color | 3 |
## worst max path at each step
stage                           from            to  depth (start not counted)
after CTS             current_bit[1]  data_request                          7
after global routing  current_bit[0]   new_address                          4
final                 current_bit[0]   new_address                          4
## logic make-up after synthesis
| family | share of synthesized area, % |
|---|---|
| XOR/XNOR | 5.52 |
| AND/OR/NAND/NOR | 17.6 |
| AND-OR/OR-AND | 11.2 |
| adder cells (fa/ha/maj) | 4.15 |
| buffers and inverters | 3.95 |
| flip-flops | 53.5 |
| multiplexers | 4.07 |
## metal layers
metal	track usage, %	vias up
li1	-	1169
met1	31.0	1046
met2	30.1	56
met3	6.03	8
met4	2.36	0
met5	0	-
## stage by stage
step | std cells | worst slack, ns | util [%]
2_1_floorplan | 297 | 0.331 | -
3_3_place_gp | 405 | 0.193 | 62.1
3_5_place_dp | 405 | 0.191 | 62.1
4_1_cts | 430 | 0.00136 | 68.2
5_1_grt | 432 | 0.196 | 68.7
6_report | 432 | 0.265 | 68.7
## cell type report
| type | instances | area (um^2) |
|---|---|---|
| Fill cell | 464 | 1770 |
| Sequential cell | 65 | 1630 |
| Multi-Input combinational cell | 203 | 1370 |
| Timing Repair Buffer | 58 | 536 |
| Clock buffer | 9 | 124 |
| Tap cell | 72 | 90.1 |
| Inverter | 18 | 67.6 |
| Clock inverter | 7 | 61.3 |
## synthesized netlist by cell type (9+ instances only)
library cell / n
sky130_fd_sc_hd__dfxtp_1: 34
sky130_fd_sc_hd__nor2_1: 33
sky130_fd_sc_hd__edfxtp_1: 31
sky130_fd_sc_hd__nand2_1: 25
sky130_fd_sc_hd__inv_1: 18
sky130_fd_sc_hd__a21oi_1: 13
sky130_fd_sc_hd__xor2_1: 11
sky130_fd_sc_hd__ha_1: 10
sky130_fd_sc_hd__mux2i_1: 10
sky130_fd_sc_hd__nand3_1: 9
## repair_timing
action	4_1_cts	5_1_grt
gates resized	24	5
buffers inserted	9	2
hold buffers	0	0
pin swaps	6	4
endpoints found under the setup margin	1	1
Power is estimated from default activity; no workload was simulated.
